===== run.sh =====
#!/bin/bash
# OpenROAD 26Q1-2900-gdf79404cd8, Yosys 0.63+post, stock flow scripts
make -C /OpenROAD-flow-scripts/flow DESIGN_CONFIG=/design/flow/config.mk WORK_HOME=/design/flow/orfs finish

===== config.mk =====
export PLATFORM = sky130hd
export DESIGN_NAME = clkdiv
export DESIGN_NICKNAME = clkdiv
export VERILOG_FILES = /design/flow/design.v
export SDC_FILE = /design/flow/constraint.sdc
export NUM_CORES = 4
export LEC_CHECK = 1
export CORE_AREA = 10 10 70 70
export DIE_AREA = 0 0 80 80

===== constraint.sdc =====
current_design clkdiv

set clk_period 2.1
set clk_io_pct 0.2

create_clock -name clk0 -period $clk_period [get_ports {clk_i}]

set non_clock_inputs [all_inputs -no_clocks]
set_input_delay [expr $clk_period * $clk_io_pct] -clock clk0 $non_clock_inputs
set_output_delay [expr $clk_period * $clk_io_pct] -clock clk0 [all_outputs]

===== design.v =====
`default_nettype none
module clkdiv #(
    parameter DIV = 8,
    parameter IDLE_HIGH = 1,
    parameter COVER = 0
) (
    input wire clk_i,
    input wire enable_i,
    output reg idle_o,
    output reg clk_o
);
    generate if (DIV < 2)
        invalid_verilog_parameter DIV_must_be_greater_than_or_equal_to_2 ();
    endgenerate
    reg past_clk_o;
    always @(posedge clk_i)
        past_clk_o <= clk_o;
    wire transition_to_idle;
    wire idle_value;
    generate
        if (IDLE_HIGH == 1) begin
            assign idle_value = 1'b1;
            assign transition_to_idle = clk_o==1'b1 && past_clk_o==1'b0;
        end else begin
            assign idle_value = 1'b0;
            assign transition_to_idle = clk_o==1'b0 && past_clk_o==1'b1;
        end
    endgenerate
    localparam COUNTER_LIMIT = DIV-1;
    localparam COUNTER_HALF  = DIV/2;
    localparam COUNTER_WIDTH = $clog2(DIV);
    reg [COUNTER_WIDTH-1:0] counter;
    reg restart_counter;
    wire counter_reached_end  = counter >= COUNTER_LIMIT[COUNTER_WIDTH-1:0];
    wire counter_reached_half = counter >= COUNTER_HALF[COUNTER_WIDTH-1:0];
    initial counter = 0;
    always @(posedge clk_i)
        if (restart_counter)
            counter <= 0;
        else
            counter <= counter + 1;
    localparam
        IDLE     = 3'b001,
        RUNNING  = 3'b010,
        COOLDOWN = 3'b100;
    reg [2:0] state, next_state;
    initial state = IDLE;
    always @(posedge clk_i)
        state <= next_state;
    always @(*) begin
        next_state = state;
        case (state)
            IDLE:
                if (enable_i)
                    next_state = RUNNING;
            RUNNING:
                if (!enable_i && transition_to_idle)
                    next_state = COOLDOWN;
            COOLDOWN:
                if (counter_reached_end)
                    next_state = IDLE;
            default:
                next_state = IDLE;
        endcase
    end
    always @(*) begin
        restart_counter = 0;
        clk_o = idle_value;
        idle_o = 0;
        case (state)
            IDLE: begin
                idle_o = 1;
                restart_counter = enable_i;
            end
            RUNNING: begin
                restart_counter = counter_reached_end;
                clk_o = ~(counter_reached_half ^ idle_value);
            end
            COOLDOWN: begin
            end
        endcase
    end
endmodule
`default_nettype wire

==> run_results.csv <==
group,metric,value,unit
run_status,status,"finished, final reports clean",
cts,root_buffer,"clkbuf_4",
global_route,grt_start_max_net_pins,8,
drt,drtPass1Iterations,2,
power,vdd_drop_max,0.261,mV
drt,wl,576,um
critical_path,startpoint_type,"flip-flop",
floorplan,dieArea,6400,sq um
drt,routedWlPerCell,6.86,um
cts,cts_tree,"built",
final_timing,tightest_slew,0.471,ns
drt,drtIter0Drc,11,
global_route,gr-total-overflow,0,
cts,worstSkewPairLatency,0.24,ns
final_timing,period_needed,1.96,ns
yosys,synth_flops,7,
worst_hold_path,hold_path_class,"flip-flop to flip-flop",
floorplan,fp.dieW,80,um
yosys,avgSynthCellArea,11.2,sq um
critical_path,worst_setup_path_end_kind,"output pin",
floorplan,initial_utilization,0.0952,
global_route,grt_pass1_wl,1030,um
critical_path,critical_path_class,"flip-flop to output pin",
final_layout,fin_util,0.135,
final_layout,final_cell_mix,"6 x nor2_1, 4 x dfxtp_1",
floorplan,rows,21,
yosys,ys_area,325,sq um
worst_hold_path,min_path_cells,1,
final_timing,finClkSkew,0.00287,ns
final_layout,nFillCells,394,
global_route,grt_usage,0.0207,
cts,clkSinkCount,7,
final_layout,areaGrowthSynthToFinish,41.5,%
drt,postRouteAntennaNets,0,
cts,numCtsBuffers,3,
placed_design,port_buffers,3,
power,pwr_density_cell,1430,nW/um^2
critical_path,worst_ep_arrival_time,1.54,ns
cts,clock_tree.htree_level_count,1,
power,p_leak,0.167,nW
yosys,postSynthSeqShare,0.523,
placed_design,routabilityCongestion,0.681,
global_route,antenna_found_initial,0,
drt,vias_per_cell,2.89,
critical_path,worstPathMaxFanout,4,
critical_path,ff2ff_path_depth,3,
final_timing,slew_violations,0,
cts,cts_hold_buf,0,
final_timing,period_used_share,0.935,
yosys,syn_inst,29,
yosys,ys_types,15,
floorplan,die_h,80,um
critical_path,cp.required,1.68,ns
final_timing,relSlewSlack,0.683,
yosys,ys_cells,29,
cts,cts_buffer_depth,2,
final_layout,lay_top_count,"nor2_1",
final_layout,regArea,170,sq um
final_timing,setup_tns,0,ns
final_timing,finalHoldViolCount,0,
final_layout,layout-drive-gt1-share,0.184,
drt,vias,243,
cts,path_clk_slew,0.05,ns
drt,drc_errors,0,
floorplan,ios,4,
final_timing,fmax,0.509,GHz
global_route,grt_pass1_vias,243,
final_timing,rsz0062_at_grt,"false",
drt,antennaDiodeCount,0,
floorplan,core,3420,sq um
yosys,syn_area,325,sq um
final_layout,layout.area.comb,158,sq um
yosys,yosys_warnings,1,
flow_run,cap_violations,0,
placed_design,dp_hpwl,465,um
flow_run,warnings,25,
final_timing,setup_violations,0,
final cells by class:
cell class,instances,share of cell area
clock buffer,4,0.0571
inverter,1,0.00815
multi-input combinational,21,0.342
sequential,7,0.370
tap,46,0.125
timing repair buffer,5,0.0978
state kept, by name, summed over array words and instances, names as in the netlist:
| signal | cells |
|---|---|
| counter | 3 |
| past_clk_o | 1 |
| state | 3 |
final timing paths:
path	from	end	slack, ns
setup / recovery	state[1]	idle_o	0.14
hold / removal	counter[0]	counter[0]	0.44
setup reg to reg	state[2]	state[2]	0.57
hold reg to reg	counter[0]	counter[0]	0.44
layer usage:
| metal | share of wire | up-vias | track usage |
|---|---|---|---|
| li1 | - | 124 | - |
| met1 | 0.47 | 115 | 0.0229 |
| met2 | 0.45 | 4 | 0.0305 |
| met3 | 0.080 | 0 | 0.0182 |
| met4 | 0 | 0 | 0.00176 |
| met5 | 0 | - | 0 |
critical path: stages, from the launching register on:
cell,delay [ns]
edfxtp_1,0.42
nand2b_1,0.24
nor2_1,0.16
clkdlybuf4s50_1,0.49
stage by stage:
step / instance area [sq um] / std cells / power [mW] / hold WS [ns] / setup WS (ns)
after detailed placement: 413 / 78 / 0.510 / 0.436 / 0.225
after global routing: 460 / 84 / 0.731 / 0.482 / 0.00869
after CTS: 439 / 82 / 0.632 / 0.448 / 0.0584
final: 460 / 84 / 0.658 / 0.445 / 0.136
after global placement: 413 / 78 / 0.499 / 0.426 / 0.232
after floorplan: 325 / 29 / 0.432 / 0.413 / 0.719
cell families after synthesis:
group           synth area share
compound gates             0.115
simple gates               0.273
buf+inv                   0.0115
flops                      0.523
fa+ha+maj                 0.0769
synth_stat cells:
cell type	count	area, sq um
and2_1	1	6.26
dfxtp_1	4	80.1
nor2_1	6	22.5
o32ai_2	1	16.3
a21oi_1	1	5.00
ha_1	2	25.0
nand2b_1	3	18.8
nor3b_1	2	15.0
or2b_1	1	7.51
inv_1	1	3.75
o31ai_1	1	7.51
and3_1	1	6.26
nor3b_2	1	12.5
edfxtp_1	3	90.1
o41ai_1	1	8.76
what timing repair did:
| action | CTS | global route |
|---|---|---|
| setup endpoints to repair | 0 | 1 |
| setup buffers | 0 | 2 |
| resized | 0 | 1 |
power breakdown:
group          internal (mW)  switching [mW]  total (mW)
logic                  0.144           0.117       0.261
clock network         0.0720          0.0424       0.114
registers              0.232          0.0506       0.282
No activity file was given, so power comes from the tool's default toggle rates.
